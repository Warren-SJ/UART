$ cat /design/flow/design.v
module Uart #(
  parameter CLOCK_DIVIDER_WIDTH = 16,
  parameter clock_divider_i = 435
) (
  input reset_i,
  input clock_i,
  input serial_i,
  output serial_o,
  input [7:0] data_i,
  output [7:0] data_o,
  input write_i,
  output write_busy_o,
  output read_ready_o,
  input ack_i,
  input two_stop_bits_i,
  input parity_bit_i,
  input parity_even_i
);
UartTx #(
  .CLOCK_DIVIDER_WIDTH(CLOCK_DIVIDER_WIDTH)
)
uart_tx (
  .reset_i(reset_i),
  .clock_i(clock_i),
  .write_i(write_i),
  .two_stop_bits_i(two_stop_bits_i),
  .parity_bit_i(parity_bit_i),
  .parity_even_i(parity_even_i),
  .data_i(data_i),
  .busy_o(write_busy_o),
  .serial_o(serial_o)
);
UartRx #(
  .CLOCK_DIVIDER_WIDTH(CLOCK_DIVIDER_WIDTH)
)
uart_rx (
  .reset_i(reset_i),
  .clock_i(clock_i),
  .ack_i(ack_i),
  .parity_bit_i(parity_bit_i),
  .parity_even_i(parity_even_i),
  .serial_i(serial_i),
  .data_o(data_o),
  .ready_o(read_ready_o)
);
endmodule
module UartRx #(
  parameter CLOCK_DIVIDER_WIDTH = 16,
  parameter clock_divider_i = 435
) (
  input reset_i,  
  input clock_i,  
  input serial_i,  
  output reg [7:0] data_o = 8'h00,
  output reg ready_o = 1'b0,
  input ack_i,  
  input parity_bit_i,  
  input parity_even_i
);
localparam STATE_IDLE = 0;
localparam STATE_RECEIVE_PACKET = 1;
localparam STATE_VALIDATE_PACKET = 2;
localparam START_BIT_NUM = 6'd0;
localparam PARITY_BIT_NUM = 4'd9;
reg [1:0] state = STATE_IDLE;
reg [CLOCK_DIVIDER_WIDTH - 1:0] bit_timer = 0;
reg [5:0] select_packet_bit = 0;
reg parity_bit = 1'b0;
reg parity_even = 1'b0;
reg ack_has_triggered = 1'b0;
reg [11:0] packet = 12'h000;
wire [CLOCK_DIVIDER_WIDTH - 1:0] bit_timer_start_value = clock_divider_i - 1'd1;
wire [CLOCK_DIVIDER_WIDTH - 1:0] sample_position = clock_divider_i / 2'd2;
wire [3:0] total_bits_to_receive = 4'd10 + parity_bit;
wire start_bit_valid = packet[0] == 1'b0;
wire [3:0] stop_bit_offset = parity_bit ? PARITY_BIT_NUM + 1'd1 : PARITY_BIT_NUM;
wire stop_bit_valid = packet[stop_bit_offset] == 1'b1;
wire even_parity_value =
  1'h01 & (
    packet[8] +
    packet[7] +
    packet[6] +
    packet[5] +
    packet[4] +
    packet[3] +
    packet[2] +
    packet[1]
  );
wire even_parity_valid = packet[PARITY_BIT_NUM] == even_parity_value;
wire odd_parity_valid = packet[PARITY_BIT_NUM] == ~even_parity_value;
wire parity_valid = parity_bit
  ? (parity_even ? even_parity_valid : odd_parity_valid)
  : 1'b1;
wire packet_valid =
  start_bit_valid &&
  parity_valid &&
  stop_bit_valid;
always @ (posedge reset_i, posedge clock_i) begin
  if (reset_i) begin
    state <= STATE_IDLE;
    data_o <= 8'h00;
    ready_o <= 1'b0;
    bit_timer <= 0;
    select_packet_bit <= 0;
    packet <= 12'h000;
    parity_bit <= 1'b0;
    parity_even <= 1'b0;
    ack_has_triggered <= 1'b0;
  end
  else begin
    if (!ack_i)
      ack_has_triggered <= 1'b0;
    if (ack_i && !ack_has_triggered) begin
      ready_o <= 1'b0;
      ack_has_triggered <= 1'b1;
    end
    case (state)
      STATE_IDLE:
        begin
          bit_timer <= bit_timer_start_value;
          select_packet_bit <= 0;
          if (!serial_i && clock_divider_i >= 2'd2) begin
            packet <= 12'h000;
            parity_bit <= parity_bit_i;
            parity_even <= parity_even_i;
            state <= STATE_RECEIVE_PACKET;
          end
        end
      STATE_RECEIVE_PACKET:
        begin
          if (bit_timer == sample_position) begin
            packet[select_packet_bit] <= serial_i;
            select_packet_bit <= select_packet_bit + 1'd1;
            if (select_packet_bit == START_BIT_NUM && serial_i == 1'b1)
              state <= STATE_IDLE;
            else if (select_packet_bit >= total_bits_to_receive - 1'd1)
              state <= STATE_VALIDATE_PACKET;
          end
          if (bit_timer != 0)
            bit_timer <= bit_timer - 1'd1;
          else
            bit_timer <= bit_timer_start_value;
        end
      STATE_VALIDATE_PACKET:
        begin
          if (packet_valid && !ready_o) begin
            data_o <= packet[8:1];
            ready_o <= 1'b1;
          end
          state <= STATE_IDLE;
        end
      default:
        state <= STATE_IDLE;
    endcase
  end
end
endmodule
module UartTx #(
  parameter CLOCK_DIVIDER_WIDTH = 16,
  parameter clock_divider_i = 435
) (
  input reset_i,  
  input clock_i,  
  output reg serial_o = 1'b1,  
  input [7:0] data_i,  
  input write_i,  
  output busy_o,
  input two_stop_bits_i,  
  input parity_bit_i,  
  input parity_even_i  
);
localparam STATE_POST_RESET = 0;
localparam STATE_IDLE = 1;
localparam STATE_SEND_PACKET = 2;
reg [1:0] state = STATE_POST_RESET;
reg [CLOCK_DIVIDER_WIDTH - 1:0] bit_timer = 0;
reg [3:0] select_packet_bit = 0;
reg [7:0] data = 8'h00;
reg two_stop_bits = 1'b0;
reg parity_bit = 1'b0;
reg parity_even = 1'b0;
reg write_has_triggered = 1'b0;
wire [11:0] packet;
wire [CLOCK_DIVIDER_WIDTH - 1:0] clock_divider;
wire [CLOCK_DIVIDER_WIDTH - 1:0] bit_timer_start_value;
wire [3:0] total_bits_to_send = 4'd10 + two_stop_bits + parity_bit;
wire even_parity_value =
  1'h01 & (
    packet[8] +
    packet[7] +
    packet[6] +
    packet[5] +
    packet[4] +
    packet[3] +
    packet[2] +
    packet[1]
  );
assign busy_o = (state == STATE_IDLE && !reset_i) ? 1'b0 : 1'b1;
assign clock_divider = (clock_divider_i > 0) ? clock_divider_i - 1'd1 : 1'd0;
assign bit_timer_start_value = clock_divider;
assign packet[0] = 1'b0;  
assign packet[8:1] = data;
assign packet[9] = parity_bit
  ? (parity_even ? even_parity_value : ~even_parity_value)  
  : 1'b1;  
assign packet[11:10] = 2'b11;  
always @ (posedge reset_i, posedge clock_i) begin
  if (reset_i) begin
    state <= STATE_POST_RESET;
    serial_o <= 1'b1;
    bit_timer <= bit_timer_start_value;
    select_packet_bit <= 0;
    data <= 8'h00;
    two_stop_bits <= 1'b0;
    parity_bit <= 1'b0;
    parity_even <= 1'b0;
    write_has_triggered <= 1'b0;
  end
  else begin
    if (!write_i)
      write_has_triggered <= 1'b0;
    case (state)
      STATE_POST_RESET:
        if (bit_timer != 0) begin
          bit_timer <= bit_timer - 1'd1;
        end
        else if (select_packet_bit < 4'd12) begin
          bit_timer <= bit_timer_start_value;
          select_packet_bit <= select_packet_bit + 1'd1;
        end
        else begin
          state <= STATE_IDLE;
        end
      STATE_IDLE:
        begin
          serial_o <= 1'b1;
          bit_timer <= bit_timer_start_value;
          select_packet_bit <= 0;
          if (write_i && !write_has_triggered) begin
				data <= 8'b00110011;
            two_stop_bits <= two_stop_bits_i;
            parity_bit <= parity_bit_i;
            parity_even <= parity_even_i;
            write_has_triggered <= 1'b1;
            state <= STATE_SEND_PACKET;
          end
        end
      STATE_SEND_PACKET:
        if (select_packet_bit < total_bits_to_send) begin
          serial_o <= packet[select_packet_bit];
          if (bit_timer != 0) begin
            bit_timer <= bit_timer - 1'd1;
          end
          else begin
            bit_timer <= bit_timer_start_value;
            select_packet_bit <= select_packet_bit + 1'd1;
          end
        end
        else begin
          state <= STATE_IDLE;
        end
      default:
        state <= STATE_IDLE;
    endcase
  end
end
endmodule
$ cat /design/flow/run.sh
#!/bin/bash
# OpenROAD 26Q1-2900-gdf79404cd8, Yosys 0.63+post, stock flow scripts
make -C /OpenROAD-flow-scripts/flow DESIGN_CONFIG=/design/flow/config.mk WORK_HOME=/design/flow/orfs finish
$ cat /design/flow/config.mk
export PLATFORM = sky130hd
export DESIGN_NAME = Uart
export DESIGN_NICKNAME = Uart
export VERILOG_FILES = /design/flow/design.v
export SDC_FILE = /design/flow/constraint.sdc
export NUM_CORES = 4
export LEC_CHECK = 1
export CORE_UTILIZATION = 30
$ cat /design/flow/constraint.sdc
current_design Uart

set clk_period 6.5
set clk_io_pct 0.2

create_clock -name clk0 -period $clk_period [get_ports {clock_i}]

set non_clock_inputs [all_inputs -no_clocks]
set_input_delay [expr $clk_period * $clk_io_pct] -clock clk0 $non_clock_inputs
set_output_delay [expr $clk_period * $clk_io_pct] -clock clk0 [all_outputs]
==> impl_metrics.py <==
# Synthesis and PnR figures
metrics = {
    "outcome": {
        "run_status": "finished, final reports clean",
    },
    "sta": {
        "setup_viol": 0,
        "period_used_pct": 61.3,
        "max_freq_ghz": 0.251,
        "rsz0062_at_grt": "no",
        "finalHoldViolations": 0,
        "finalClockSkew_ns": 0.00515,
        "slew_headroom_pct": 39.1,
        "fin_crit_ns": 3.99,
        "worstMarginPinSlew_ns": 0.902,
        "tns_ns": 0,
        "slew_violations": 0,
    },
    "clocking": {
        "post-cts-setup-buffers": 0,
        "clk_pin_slew_ns": 0.06,
        "clock_path_buffers": 2,
        "cts_tree": "built",
        "insertion_delay_ns": 0.33,
        "cts_made_buffers": 9,
        "cts_hold_buf": 0,
        "cts_resized": 0,
        "htree_levels": 3,
        "clkSinkCount": 75,
        "cts_root_buf": "clkbuf_16",
    },
    "power": {
        "p_per_area_nw_per_um2": 283,
        "seq_power_share_pct": 43.2,
        "clkPwrFrac_pct": 38.3,
        "p_int_mw": 1.02,
        "swShare_pct": 27.9,
        "power.total_mw": 1.41,
        "p_sw_mw": 0.394,
        "combPwrFrac_pct": 18.4,
        "p_leak_nw": 2.19,
        "peakVddDrop_v": 0.000129,
    },
    "global_route": {
        "use_met3_pct": 2.09,
        "busiest_layer": "met2",
        "grt_pass1_wl_um": 14800,
        "globalRouteMet1Util_pct": 18.3,
        "grt_pass1_vias": 3182,
        "grt_overflow": 0,
        "globalRouteTotalUtil_pct": 12.2,
        "antenna_found_initial": 0,
        "gr-usage-met2_pct": 19.0,
        "grt_max_degree": 41,
    },
    "setup_path": {
        "end_kind": "primary output",
        "cp.buffers_inverters": 4,
        "cp_common_cell": "clkdlybuf4s50_1",
        "crit_chain": "clkdlybuf4s50_1 -> inv_2 -> buf_4 -> nand2_1 -> clkdlybuf4s50_1",
        "timing.rr.start": "uart_rx.select_packet_bit[0]",
        "critPathMaxStageDelay_ns": 0.42,
        "worstSetupPathType": "in2out",
        "reg2regPathDepth": 11,
        "cp.arrival_ns": 2.69,
        "crit_required_ns": 5.20,
        "rr_endpoint": "uart_rx.packet[5]",
        "cp_slowest_cell": "clkdlybuf4s50_1",
        "critPathMaxFanout": 40,
        "rrSetupSlack_ns": 3.56,
        "startpoint_type": "input port",
        "startpoint": "reset_i",
        "cp_top_family": "buffers and inverters",
    },
    "synthesis": {
        "yosys_cells": 455,
        "area_leaders": "dfrtp_1, o21ai_0, ha_1",
        "top_cell_area_share_pct": 39.7,
        "ys.flop_type": "dfrtp_1",
        "edf_count": 0,
        "synth_cell_type_count": 66,
        "yosysSeqAreaShare_pct": 43.4,
        "synth_flops": 75,
        "synth_top_cell_by_area": "dfrtp_1",
        "syn_avg_cell_area_um2": 9.55,
        "yosys_area_um2": 4340,
        "postSynthCellCount": 455,
        "async_flop_share_pct": 100,
        "yosysWarnings": 2,
        "syn-cell-area_um2": 4340,
    },
    "detailed_routing": {
        "avgViaCountPerCell": 5.11,
        "antenna_left": 0,
        "drtPass1Iterations": 4,
        "drc": 0,
        "n_antenna_cell": 0,
        "finalWirelength_um": 8440,
        "drt_iter0_drc": 308,
        "vias": 3326,
        "wl_per_cell_um": 13.0,
    },
    "worst_hold_path": {
        "hold_class": "reg2reg",
        "hold_path_end": "uart_tx.data[0]",
        "hp-start": "uart_tx.data[0]",
        "min_delay_path_depth": 1,
    },
    "placement": {
        "gp_congestion": 0.874,
        "port_buffers": 18,
        "dp_hpwl_um": 5890,
    },
    "floorplan": {
        "fp-utilization_pct": 31.1,
        "die_h_um": 122,
        "die_width_um": 122,
        "rows": 43,
        "die-area_um2": 15000,
        "core_area_um2": 14000,
        "ios": 27,
    },
    "cells_and_area": {
        "logic_area_um2": 2290,
        "fillCellCount": 1376,
        "drive_gt1_share_pct": 13.4,
        "syn_to_final_growth_pct": 14.9,
        "register_area_um2": 1880,
    },
    "flow_run": {
        "warnings": 38,
        "max-cap-violations": 0,
    },
}
==> per-layer routing <==
layer / part of all wire [%] / wire (um)
met1: 49 / 4120
met3: 4.0 / 337
met5: 0 / 0
met2: 46 / 3870
met4: 1.4 / 116
==> worst max-delay path by stage <==
stage                   to  slack [ns]  cells past startpoint
CTS           write_busy_o        2.46                      5
global route  write_busy_o        2.36                      5
finish        write_busy_o        2.51                      5
==> cell type report <==
class | count | area share, %
repair buffers | 21 | 4.06
flip-flops and latches | 75 | 37.8
clock inverters | 4 | 1.45
inverters | 15 | 1.13
well taps | 180 | 4.51
multi-input cells | 344 | 45.9
clock buffers | 12 | 5.14
==> power by group through the flow <==
stage,sequential (mW),clock [mW],combinational [mW]
after global routing,0.621,0.575,0.296
final,0.611,0.542,0.260
after CTS,0.609,0.555,0.263
==> cell families (layout without fill, tap and decap cells) <==
family                     Yosys count  after routing  share of synthesized area [%]
and+or+nand+nor                    178            178                           23.4
adders and majority gates           15             15                           4.32
AOI/OAI and AO/OA                  112            112                           16.0
muxes                               16             16                           4.06
DFF                                 75             75                           43.4
buffers and inverters               36             52                           3.86
xor gates and xnor gates            23             23                           4.95
==> layout by cell type, fill, tap and decap left out, drive strengths merged, types with 4 or more instances in the layout <==
cell type / Yosys / final
dfrtp: 69 / 69
o21ai: 44 / 44
nor2: 43 / 43
nand2: 29 / 29
a21oi: 29 / 29
clkdlybuf4s50: 1 / 18
nor3: 17 / 17
ha: 15 / 15
inv: 15 / 15
mux2: 13 / 13
xor2: 13 / 13
or3: 13 / 13
nand2b: 12 / 12
clkbuf: 15 / 12
nand3: 10 / 10
xnor2: 9 / 9
nand4: 8 / 8
nor4: 8 / 8
nor2b: 6 / 6
dfstp: 6 / 6
nand3b: 6 / 6
o31ai: 6 / 6
or4: 6 / 6
a31oi: 4 / 4
and3: 4 / 4
or3b: 4 / 4
o211ai: 4 / 4
a21o: 4 / 4
or2: 4 / 4
==> cells in the mapped netlist, types with 4 or more instances <==
cell and number:
nand2_1 29, ha_1 15, clkbuf_1 14, xor2_1 13, or3_1 10, or3b_2 4
mux2_2 13, dfstp_2 6, xnor2_1 9, a21o_1 4, a21oi_1 29, o21ai_0 40
nor2b_1 6, nand2b_1 12, dfrtp_1 69, nor2_1 43, nand3b_1 5, and3_1 4
o211ai_1 4, a31oi_1 4, nand4_1 8, inv_1 15, nor3_1 15, o31ai_1 5
nor4_1 6, nand3_1 9
==> registers in the layout, indices dropped and copies added, names as in the netlist, 2 cells and up <==
register	count
uart_rx.bit_timer	16
uart_rx.data_o	8
uart_rx.packet	11
uart_rx.select_packet_bit	6
uart_rx.state	2
uart_tx.bit_timer	16
uart_tx.select_packet_bit	4
uart_tx.state	2
==> metrics by stage <==
stage,instance area [um2],util (%),setup WS (ns),instances,hold WS [ns]
after floorplan,4340,-,2.35,455,0.439
after global placement,4660,33.3,2.46,635,0.458
after detailed placement,4660,33.3,2.46,635,0.467
after CTS,4990,35.7,2.46,651,0.478
after global routing,4990,35.7,2.36,651,0.494
final,4990,35.7,2.51,651,0.474
Power figures rest on the tool's default switching activity, not on a simulated workload.
